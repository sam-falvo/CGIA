### ./run.sh
#!/bin/bash
# OpenROAD 26Q1-2900-gdf79404cd8, Yosys 0.63+post, stock flow scripts
make -C /OpenROAD-flow-scripts/flow DESIGN_CONFIG=/design/flow/config.mk WORK_HOME=/design/flow/orfs finish
### ./config.mk
export PLATFORM = sky130hd
export DESIGN_NAME = shifter
export DESIGN_NICKNAME = shifter
export VERILOG_FILES = /design/flow/design.v
export SDC_FILE = /design/flow/constraint.sdc
export NUM_CORES = 4
export LEC_CHECK = 1
export CORE_AREA = 10 10 78 78
export DIE_AREA = 0 0 88 88
### ./constraint.sdc
current_design shifter

set clk_period 2.3
set clk_io_pct 0.2

create_clock -name clk0 -period $clk_period [get_ports {dotclk_i}]

set non_clock_inputs [all_inputs -no_clocks]
set_input_delay [expr $clk_period * $clk_io_pct] -clock clk0 $non_clock_inputs
set_output_delay [expr $clk_period * $clk_io_pct] -clock clk0 [all_outputs]
### ./design.v
`timescale 1ns / 1ps
module shift_register(
	input		dotclk_i,
	input	[15:0]	dat_i,
	input		load_i,
	input		shift1_i,
	input		shift2_i,
	input		shift4_i,
	input		shift8_i,
	output	[15:0]	dat_o
);
	reg [15:0] dat_o;
	wire [15:0] load_value = {16{load_i}} & dat_i;
	wire [15:0] shift1_value = {16{shift1_i & ~load_i}} & (dat_o << 1);
	wire [15:0] shift2_value = {16{shift2_i & ~load_i}} & (dat_o << 2);
	wire [15:0] shift4_value = {16{shift4_i & ~load_i}} & (dat_o << 4);
	wire [15:0] shift8_value = {16{shift8_i & ~load_i}} & (dat_o << 8);
	always @(posedge dotclk_i) begin
		dat_o <= load_value | shift1_value | shift2_value | shift4_value | shift8_value;
	end
endmodule
`timescale 1ns / 1ps
module shifter(
	input		dotclk_i,
	input	[15:0]	dat_i,
	input		load_i,
	input		shift1_i,
	input		shift2_i,
	input		shift4_i,
	input		shift8_i,
	input	[7:0]	index_xor_i,
	output	[7:0]	color_o
);
	wire [15:0] q;
	shift_register sr(
		.dotclk_i(dotclk_i),
		.dat_i(dat_i),
		.load_i(load_i),
		.shift1_i(shift1_i),
		.shift2_i(shift2_i),
		.shift4_i(shift4_i),
		.shift8_i(shift8_i),
		.dat_o(q)
	);
	wire [7:0] bpp1 = {7'b0000000, q[15]} & {8{shift1_i}};
	wire [7:0] bpp2 = {6'b000000, q[15:14]} & {8{shift2_i}};
	wire [7:0] bpp4 = {4'b0000, q[15:12]} & {8{shift4_i}};
	wire [7:0] bpp8 = q[15:8] & {8{shift8_i}};
	assign color_o = (bpp1 | bpp2 | bpp4 | bpp8) ^ index_xor_i;
endmodule
==> impl_metrics.json <==
{
  "status": "finished clean",
  "htreeDepth": 1,
  "critical-path-top-delay-family": "buffers and inverters",
  "reg_top3": "sr.dat_o (16)",
  "gp_congestion": 0.928,
  "r2r-start": "sr.dat_o[8]$_DFF_P_",
  "worstPathMaxFanout": 3,
  "vias_per_cell": 4.92,
  "required_ps": 1840,
  "grt_max_degree": 16,
  "cts_tree": "done",
  "synth_cell_type_count": 17,
  "lay_top_count": "clkdlybuf4s50_1",
  "insertion_delay_ps": 240,
  "min_path_cells": 2,
  "cap_violations": 0,
  "syn_inst": 97,
  "min_from": "sr.dat_o[0]$_DFF_P_",
  "drcViolationCount": 0,
  "hold_viol_final": 0,
  "die_h_microns": 88,
  "crit_buf_inv": 3,
  "warning_count": 25,
  "crit_path_start_kind": "primary input",
  "grt_overflow": 0,
  "r2r_cells": 3,
  "dp_hpwl_microns": 2090,
  "rsz0062_at_grt": "false",
  "ys_area_sq_um": 922,
  "crit_chain": "dlygate4sd2_1, buf_4, a22oi_1, xnor2_1, clkdlybuf4s50_1",
  "crit_type": "in2out",
  "cellPowerDensity_nw_per_um2": 563,
  "finalClockPeriodUsage": 0.943,
  "firstDrtPassIters": 5,
  "reg2reg_to": "sr.dat_o[9]$_DFF_P_",
  "slew_headroom": 0.661,
  "numSynthFlops": 16,
  "antenna_found_initial": 0,
  "hp-class": "reg2reg",
  "critPathCaptureType": "output pin",
  "fmax_mhz": 461,
  "finalInstanceArea_sq_um": 1370,
  "clock_skew_ps": 0.988,
  "num_antenna_cells": 0,
  "drive_gt1_frac": 0.149,
  "max-clock-path-buffers": 2,
  "yosys_cells": 97,
  "slew_viol_final": 0,
  "irDropWorstVdd_mv": 0.289,
  "largest_reg_flops": 16,
  "postCtsSetupBuffers": 0,
  "cts_buffers": 3,
  "crit_arrival_ps": 1710,
  "cellLeakagePower_uw": 0.000563,
  "slowest_delay_ps": 500,
  "clockRootBuffer": "clkbuf_8",
  "yosysWarnings": 1,
  "vias": 916,
  "initCoreUtil": 0.209,
  "place_area_sq_um": 1330,
  "die_w_microns": 88,
  "rows": 24,
  "finalSetupViolCount": 0,
  "grt_pass1_wl_microns": 4230,
  "io_buffers": 37,
  "wirelength_microns": 2660,
  "drtIter0Drc": 98,
  "ys_seq_share": 0.347,
  "lay_top_cells": "clkdlybuf4s50_1, a22oi_1, nand2_1, dfxtp_1",
  "slowest_stage": "clkdlybuf4s50_1",
  "area_growth_syn_to_layout_pct": 48.2,
  "io_pins": 38,
  "period_minus_slack_ps": 2170,
  "postRouteAntennaNets": 0,
  "die_area_sq_um": 7740,
  "tns_ps": 0,
  "core_area_sq_um": 4410,
  "ff2ff_setup_slack_ps": 1250,
  "hold_buffers": 0,
  "min_to": "sr.dat_o[1]$_DFF_P_",
  "syn_avg_cell_area_sq_um": 9.51,
  "worstMarginPinSlew_ps": 506,
  "grt_pass1_vias": 937,
  "syn_area_sq_um": 922,
  "cts.sinks": 16,
  "grt.total_usage": 0.0664,
  "regMostFlops": "sr.dat_o",
  "wl_per_cell_microns": 14.3,
  "path_clk_slew_ps": 60
}
==> synthesized netlist by cell type <==
cell      instances  area, sq um
a22oi_1          20          150
dfxtp_1          16          320
nand2_1          16         60.1
mux2_2            8         90.1
xnor2_1           8         70.1
a222oi_1          5         50.1
buf_2             4         20.0
inv_1             4         15.0
mux2i_1           4         40.0
buf_6             3         33.8
o21ai_0           3         15.0
a221oi_2          1         15.0
a22o_1            1         8.76
and2_1            1         6.26
buf_4             1         7.51
buf_8             1         15.0
clkbuf_2          1         5.00
==> power breakdown <==
| part | switching, uW | total, uW | internal (uW) |
|---|---|---|---|
| combinational | 73.1 | 223 | 150 |
| clock | 83.7 | 200 | 116 |
| sequential | 37.4 | 347 | 309 |
==> cell type report <==
type	count	area, sq um
Sequential cell	16	320
Fill cell	458	3050
Tap cell	52	65.1
Multi-Input combinational cell	67	505
Clock buffer	3	41.3
Inverter	4	15.0
Timing Repair Buffer	44	419
==> worst max-delay path by stage <==
stage | start | end | slack [ps] | cells past startpoint
4_1_cts | shift4_i | color_o[1] | 50 | 4
5_1_grt | shift4_i | color_o[2] | 80 | 5
6_report | shift4_i | color_o[2] | 130 | 5
==> worst min-delay path: stages (launching register included) <==
cell and delay, ps:
dfxtp_1 330, nand2_1 70, o21ai_0 60
==> timing repair <==
action                     in CTS  in global routing
resized                         4                  4
setup endpoints to repair       6                  2
pin swaps                       3                  3
==> through the flow <==
step | util | total power, uW | worst slack, ps | hold WS [ps] | cells
4_1_cts | 0.309 | 778 | 47.0 | 508 | 186
5_1_grt | 0.310 | 816 | 79.1 | 534 | 186
3_5_place_dp | 0.301 | 579 | -210 | 499 | 183
2_1_floorplan | - | 460 | 706 | 470 | 97
6_report | 0.310 | 769 | 131 | 512 | 186
3_3_place_gp | 0.301 | 577 | -148 | 498 | 183
==> metal layers <==
metal,GRT usage,vias up,wire (microns)
met5,0,-,0
met3,0.0355,4,378
met4,0.00290,0,14
met1,0.0809,430,1030
li1,-,434,-
met2,0.107,48,1240
==> cells by family (layout without fill, tap and decap cells) <==
family,count (synthesis),after routing,share of synthesized area
and+or+nand+nor,17,17,0.0719
muxes,12,12,0.141
xor gates and xnor gates,8,8,0.0760
DFF,16,16,0.347
buffers and inverters,14,51,0.104
AOI/OAI and AO/OA,30,30,0.259
Power is estimated from default activity; no workload was simulated.
