<file path="flow/config.mk">
export PLATFORM = sky130hd
export DESIGN_NAME = line_buffers
export DESIGN_NICKNAME = line_buffers
export VERILOG_FILES = /design/flow/design.v
export SDC_FILE = /design/flow/constraint.sdc
export NUM_CORES = 4
export LEC_CHECK = 1
export CORE_UTILIZATION = 40
export SYNTH_MEMORY_MAX_BITS = 65536
</file>
<file path="flow/constraint.sdc">
current_design line_buffers

set clk_period 81.8
set clk_io_pct 0.2

create_clock -name clk0 -period $clk_period [get_ports {CLK_I}]

set non_clock_inputs [all_inputs -no_clocks]
set_input_delay [expr $clk_period * $clk_io_pct] -clock clk0 $non_clock_inputs
set_output_delay [expr $clk_period * $clk_io_pct] -clock clk0 [all_outputs]
</file>
<file path="flow/design.v">
`timescale 1ns / 1ps
module line_buffers(
	input		CLK_I,
	input		ODD_I,
	input	[ 8:0]	F_ADR_I,
	output	[15:0]	F_DAT_O,
	input	[ 8:0]	S_ADR_I,
	input	[15:0]	S_DAT_I,
	input		S_WE_I
);
	reg	[15:0]	line_a[0:511];
	reg	[15:0]	line_b[0:511];
	reg	[15:0]	f_q;
	assign	F_DAT_O = f_q;
	always @(posedge CLK_I) begin
		f_q <= (ODD_I)? line_b[F_ADR_I] : line_a[F_ADR_I];
		if(S_WE_I & ODD_I)	line_a[S_ADR_I] <= S_DAT_I;
		if(S_WE_I & !ODD_I)	line_b[S_ADR_I] <= S_DAT_I;
	end
endmodule
</file>
<file path="flow/run.sh">
#!/bin/bash
# OpenROAD 26Q1-2900-gdf79404cd8, Yosys 0.63+post, stock flow scripts
make -C /OpenROAD-flow-scripts/flow DESIGN_CONFIG=/design/flow/config.mk WORK_HOME=/design/flow/orfs finish
</file>
==> CHANGELOG.md <==
### Metrics

* Fin crit period at 25.52 ns
* Post-Route Skew at ~0.13 ns
* H-Tree Depth at 7
* MaxCap Viol Count at 0
* First-pass GRT wire length at 2720000 µm
* CTS tree: built
* Fmax at 39.2 MHz
* Mapped cell area at 0.634 mm²
* Worst Path Required at approximately 83 ns
* Post-cts gate resize count at 0
* Synth top area share at 77.7%
* FF-to-FF End: f_q[10]$_DFF_P_
* Area grow syn2layout at 14.3%
* Port-buffer cells at 52
* Via Count at about 310k
* Number of global-route vias before repair at 342524
* Kind of critical path: in2reg
* Register share of total power at 52.6%
* DRT Pass-1 Iters at 8
* DRC violations left at 0
* Top_reg_cell synth: edfxtp_1
* Status: finished, final reports clean
* Worst-Margin Slew at approximately 1.5 ns
* Post-CTS Setup Bufs at 0
* DIE WIDTH at approximately 1300 µm
* Reg2reg setup slack at between 70 and 80 ns
* Clock latency on the worst-skew pair at around 1.4 ns
* Fillers at roughly 130k
* CTS Buf Count at around 1700
* Starting Density at between 40% and 50%
* Min-delay src: line_b[103][15]$_DFFE_PP_
* Area leader, netlist: edfxtp_1
* Total negative slack at 0 ns
* Max-slew headroom at 1.63%
* Count of library flops with an enable pin at 16384
* I/O pin total at about 53
* Post-layout period usage at 31.2%
* Hold depth at 7
* PD cells at 24.3 mW/mm²
* RSZ-0062 raised after global routing: no
* Worst-path maximum fanout at around 86
* Yosys cell count at between 20000 and 30000
* Reg2reg start: line_a[42][10]$_DFFE_PP_
* Crit path capture type: flip-flop
* Power Internal at 0.0138 W
* Peak VDD IR at 20.8 µV
* Flops after synth at 16400
* TritonCTS Sinks at 16400
* Synth warn at 1
* Total tool warning count at around 77
* Cell variety after synth at 90
* DR WL/cell at 36.9 µm
* Overflow after GRT at 0
* Clock power share at 42.0%
* Gate Count Post-Synth at between 20000 and 30000
* Lkg Pwr at 228 nW
* Synth Area per Inst at 22.1 µm²
* Sw Pwr at 0.00380 W
* Sequential area share after synthesis at 77.7%
* Via-to-Cell Ratio at 5.85
* Hold Crit Class: reg2reg
* Hold EP: f_q[15]$_DFF_P_
* Largest net degree at the start of global routing at 145
* Final WL at approximately 2000000 µm
* R2R cell count at 10
* Share of layout cells above drive strength 1 at 28.6%
* Pwr Total at 0.0176 W
* Routed Antenna Nets at 0
* Die Area at approximately 1.6 mm²
* Final-report hold violation count at 0
* Die Ht at 1260 µm
* Sw frac at around 22%
* YS chip area at around 0.63 mm²
* Top cells by area: edfxtp_1 78%, mux4_2 13%, mux2i_1 2.4%
* Initial antenna violation count at roughly 200
* Total track usage at between 20% and 30%
* CTS hold repair buffers at 0
* Clock Tree Buf Depth at 6
* DP HPWL at 1240000 µm
* Placer Congestion at 0.928
* Final setup violation count at 0
* Final Max-Slew Violation Tally at 0
* Clock-pin transition on the worst setup and hold timing paths at 0.07 ns
* WP data arrival at 26.68 ns
* Core Region at 1.58 mm²
* CP Launch Type: primary input
* Root Driver: clkbuf_16
* Async set or reset register ratio after synthesis at 0%
* Initial DRC count at around 23000
* Row count at 462
* Combinational share of power at 5.4%
[logic make-up after synthesis]
family,after synthesis,synth area share [%]
compound gates,2262,2.47
buf+inv,1772,1.83
flops,16400,77.7
mux,5398,16.1
simple gates,2867,1.92
[layout by cell type (no fill, tap or decap), drive strengths merged, types with 318 or more instances in the layout]
cell	Yosys	final
edfxtp	16384	16384
mux4	3794	3794
buf	1180	2434
clkbuf	581	2100
mux2i	1522	1522
nor2	1238	1238
nand2	953	953
clkinv	2	712
o221ai	428	428
a21oi	408	408
o22ai	390	390
diode	0	318
[worst max-delay path by stage]
stage / slack, ns / end / startpoint
after CTS: 56.32 / f_q[14]$_DFF_P_ / F_ADR_I[0]
after global routing: 55.64 / f_q[14]$_DFF_P_ / F_ADR_I[0]
final: 56.28 / f_q[14]$_DFF_P_ / F_ADR_I[0]
[synth_stat cells, types with 101 or more instances]
master,n
and3_1,101
mux2i_1,1522
buf_6,314
buf_4,217
edfxtp_1,16384
buf_1,118
a31oi_1,134
o22ai_1,390
nor3_1,119
o21ai_0,259
clkbuf_1,568
a21oi_1,408
mux4_2,3726
nand2_1,953
nand3_1,217
o221ai_1,428
a22oi_1,142
nor2_1,1238
buf_2,443
[metrics by stage]
step           cells  instance area (µm²)  hold slack (ns)  utilization, %  setup slack (ns)
2_1_floorplan  28699               634000            0.818               -             62.71
3_3_place_gp   50488               671000             1.24            42.4             54.96
3_5_place_dp   50508               671000             1.21            42.4             54.88
4_1_cts        53520               723000             1.22            45.7             56.32
5_1_grt        53691               724000             1.28            45.8             55.64
6_report       53839               724000             1.24            45.8             56.28
[layer usage]
| layer | GRT usage [%] | share of wire [%] | vias to the layer above | wire length [µm] |
|---|---|---|---|---|
| met5 | 6.81 | 0.58 | - | 11600 |
| met4 | 12.6 | 6.0 | 249 | 120000 |
| met1 | 26.2 | 26 | 158125 | 523000 |
| li1 | - | - | 126703 | - |
| met3 | 27.6 | 23 | 4139 | 449000 |
| met2 | 37.7 | 44 | 25510 | 885000 |
[sequential cells by signal (all words and copies together), names as in the netlist]
name,cells
f_q,16
line_b,8192
line_a,8192
[critical path: stages]
cell and delay, ns:
buf_16 0.25, buf_4 0.86, buf_4 0.55, buf_4 0.60, buf_4 0.58, buf_4 0.69
buf_4 0.67, buf_4 0.64, buf_4 0.68, buf_12 0.56, buf_4 0.73, mux4_2 0.59
a2111oi_0 0.60, nor4b_1 0.15, a41oi_1 1.05, or3_1 0.40, nand4_1 0.13
[power by group through the flow]
| stage | Clock [W] | Sequential [W] | Combinational [W] |
|---|---|---|---|
| 4_1_cts | 0.00747 | 0.00926 | 0.000941 |
| 5_1_grt | 0.00778 | 0.00926 | 0.000995 |
| 6_report | 0.00739 | 0.00926 | 0.000953 |
[area by class of cell]
cell class	count	area (µm²)	area share (%)
flip-flops and latches	16400	492000	68.0
multi-input cells	10527	133000	18.3
clock buffers	2100	44700	6.17
well taps	21112	26400	3.65
repair buffers	2461	19500	2.69
clock inverters	912	7720	1.07
diodes	318	796	0.110
inverters	9	68.8	0.00950
Power is estimated from default activity; no workload was simulated.
