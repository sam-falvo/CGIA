**/design/flow/design.v**
```verilog
`timescale 1ns / 1ps
module fetcher(
	input	hsync_i,		 
	input	vsync_i,		 
	input	den_i,			 
	input	[23:1] fb_adr_i,	 
	input	[9:1] line_len_i,	 
	input	[8:1] line_start_i,	 
	output	s_we_o,			 
	output	[8:1] s_adr_o,		 
	output	[15:0] s_dat_o,		 
	input	clk_i,			 
	input	reset_i,		 
	input	ack_i,			 
	output	[23:1] adr_o,		 
	input	[15:0] dat_i,		 
	output	cyc_o,			 
	output	stb_o			 
);
	wire slave_data_valid = cyc_o & ack_i;
	reg [8:0] word_counter;
	wire [8:0] next_word_counter = slave_data_valid ? word_counter - 1 : word_counter;
	wire next_word_counter_zero = next_word_counter == 0;
	wire start_fetching = hsync_i & den_i & ~cyc_o;
	wire stop_fetching = cyc_o & next_word_counter_zero;
	reg cyc_o;
	reg [23:1] adr_o;
	wire [23:1] next_adr = slave_data_valid ? adr_o + 1 : adr_o;
	assign s_we_o = slave_data_valid;	 
	reg [8:1] s_adr_o;
	wire [8:1] next_s_adr = slave_data_valid ? s_adr_o + 1 : s_adr_o ;
	assign stb_o = cyc_o;
	assign s_dat_o = dat_i;
	always @(posedge clk_i) begin
		word_counter <= next_word_counter;
		s_adr_o <= next_s_adr;
		case({cyc_o, vsync_i})
		{1'b0, 1'b1}:	adr_o <= fb_adr_i;
		{1'b1, 1'b1}:	adr_o <= fb_adr_i;
		{1'b1, 1'b0}:	adr_o <= next_adr;
		default:	adr_o <= adr_o;
		endcase
		if(reset_i) begin
			cyc_o <= 0;
		end else if(start_fetching) begin
			cyc_o <= 1;
			word_counter <= line_len_i;
			s_adr_o <= line_start_i;
		end else if(stop_fetching) begin
			cyc_o <= 0;
		end
	end
endmodule
```
**/design/flow/run.sh**
```bash
#!/bin/bash
# OpenROAD 26Q1-2900-gdf79404cd8, Yosys 0.63+post, stock flow scripts
make -C /OpenROAD-flow-scripts/flow DESIGN_CONFIG=/design/flow/config.mk WORK_HOME=/design/flow/orfs finish
```
**/design/flow/config.mk**
```make
export PLATFORM = sky130hd
export DESIGN_NAME = fetcher
export DESIGN_NICKNAME = fetcher
export VERILOG_FILES = /design/flow/design.v
export SDC_FILE = /design/flow/constraint.sdc
export NUM_CORES = 4
export LEC_CHECK = 1
export CORE_UTILIZATION = 40
```
**/design/flow/constraint.sdc**
```tcl
current_design fetcher

set clk_period 4.5
set clk_io_pct 0.2

create_clock -name clk0 -period $clk_period [get_ports {clk_i}]

set non_clock_inputs [all_inputs -no_clocks]
set_input_delay [expr $clk_period * $clk_io_pct] -clock clk0 $non_clock_inputs
set_output_delay [expr $clk_period * $clk_io_pct] -clock clk0 [all_outputs]
```
==> changes_impl.md <==
### Changed

- GRT Total Usage: 0.1821
- Most frequent cells in the layout: clkdlybuf4s50_1 (79), nand2_1 (42), o21ai_0 (31), edfxtp_1 (23), dfxtp_1 (18)
- Avg Cell Area, Syn: a little under 9 um2
- Root Driver: clkbuf_8
- Buffers and inverters on the worst path: 3
- Routed vias: roughly 2100
- Resized Gates After CTS: 0
- Setup violators final: 0
- Worst vdd ir: 0.0002316 V
- Crit path kind: primary input to output pin
- Floorplan core density: 0.4142
- Port Buffers: 79
- Vias/cell: between 5 and 6
- Minimum clock period: 3197 ps
- Worst-path clk slew: 80 ps
- Rel. slew slack: 0.4900
- Most frequent CP cell: clkdlybuf4s50_1
- Critical Path End Type: output pin
- Die span in x: approximately 80 um
- Setup TNS: 0 ps
- DR WL/cell: roughly 13 um
- Yosys stat area: ~2500 um2
- Synth Cell Area: ~2500 um2
- Deepest clock path buffer count: 2
- NetSw: between 0.0005 and 0.0006 W
- Pint: between 0.001 and 0.0015 W
- DP HPWL: around 3800 um
- Synth flops: between 40 and 50
- Max Freq: approximately 310 MHz
- Clock sinks: roughly 40
- Combinational share of power: 0.359
- Row count: 28
- Design area: 3321 um2
- Vias in the first global route: approximately 2000
- Arrival time at the worst endpoint: 2300 ps
- Met3 WL: between 300 and 400 um
- Cell count of the worst hold path: 2
- DR top layer: met4
- Synth Instances: about 280
- I/O Pins: ~110
- Hold WC Path Type: flip-flop to flip-flop
- Switching share of total power: 0.3226
- CP Cell Sequence: clkdlybuf4s50_1 -> nand2_1 -> clkinv_1 -> clkdlybuf4s50_1
- Worst path required time: 3600 ps
- Adder Share, Synth: 0.01531
- Ys cells: 276
- Dominant combinational family: simple AND/OR/NAND/NOR gates
- DRT Wirelength: 5292 um
- Crit path launch type: primary input
- CTS tree: yes
- Status: finished clean
- MaxCap Viol Count: 0
- Crit path depth: 4
- Slew Limit Fails: 0
- Core Region: around 6000 um2
- MUX share of area: 0.004082
- TritonCTS buffer count: 5
- Crit Path Max Fanout: 6
- Leak: 1.158 nW
- Register-to-Register Path Depth: 5
- Simple-Gate Area Share: 0.2347
- Layout cells sized above 1: 0.05325
- Antenna Cells: 0
- Most frequent logic cell in the layout: clkdlybuf4s50_1
- Pin count of the biggest net entering global routing: 32
- Overflow after GRT: 0
- Chip area: between 6000 and 7000 um2
- Dpl cell area: 3202 um2
- Hold-fix buffers, CTS: 0
- Area Overhead vs Synth: 35.41%
- DRC: 0
- Tool Warnings: 25
- Starting DRT DRC Count: about 110
- Clock network fraction of total power: 0.196
- Met2 routed WL: 2349 um
- Vertical die size: 80.30 um
- First-pass GRT wire length: 8907 um
- Period utilization: 0.7105
- Synth cell types: approximately 42
- Synth Area in XOR/XNOR: 0.08929
- AO/OA Area Share: 0.1423
- Clock Latency Late Sink: ~300 ps
- CP top delay family: buffers and inverters
- Slew @ Worst Pin: between 700 and 800 ps
- Unrepaired setup endpoints after global routing: no
- ANT nets after route: 0
- CP max stage delay: 550 ps
- Sequential fraction of the synthesis area: 0.4286
- Post-CTS Setup Inserts: 0
- H-tree depth: 2
- Final Skew: approximately 2.4 ps
- DRT Pass-1 Iters: 4
- Seq pwr share: 0.445
- Final hold vios: 0
- CP max stage cell: clkdlybuf4s50_1
- Initial antenna violation count: 0
- Power density cells: roughly 480 nW/um2
- Met1 wire length: ~2500 um
- GPL Wtd Cong: slightly below 0.8
- YS warnings: 1
[final timing paths]
path | start | end | slack (ps)
min reg2reg | word_counter[8] | word_counter[8] | 560
max reg2reg | adr_o[1] | adr_o[23] | 2320
max | ack_i | s_we_o | 1300
min | word_counter[8] | word_counter[8] | 560
[power by group through the flow]
| stage | clock network, W | registers (W) | logic (W) |
|---|---|---|---|
| CTS | 0.000325 | 0.000717 | 0.000586 |
| global route | 0.000338 | 0.000744 | 0.000659 |
| finish | 0.000315 | 0.000716 | 0.000578 |
[worst min-delay path, stage by stage (launching register included)]
cell,delay [ps]
dfxtp_1,340
xor2_1,70
o21ai_0,120
[synthesized netlist by cell type (all sizes together)]
master | count | area share
edfxtp | 23 | 0.28
a2111oi | 1 | 0.0036
nand2b | 3 | 0.0077
and4 | 1 | 0.0036
nand3 | 9 | 0.020
or2 | 1 | 0.0026
nor2 | 17 | 0.026
and3 | 4 | 0.010
ha | 3 | 0.015
and2 | 1 | 0.0026
nand2 | 42 | 0.064
xnor2 | 12 | 0.043
nand4bb | 1 | 0.0046
nor4 | 3 | 0.0077
a31oi | 10 | 0.026
clkbuf | 11 | 0.017
nor4bb | 2 | 0.0082
dfxtp | 18 | 0.15
a21oi | 2 | 0.0041
nand3b | 1 | 0.0031
inv | 7 | 0.011
buf | 18 | 0.057
a211o | 2 | 0.0071
o21a | 1 | 0.0031
o21ai | 31 | 0.063
a2bb2oi | 1 | 0.0036
clkinv | 1 | 0.0015
o31ai | 7 | 0.021
a41oi | 2 | 0.0071
xor2 | 13 | 0.046
o41ai | 1 | 0.0036
nand4 | 10 | 0.026
nand4b | 2 | 0.0071
or3 | 4 | 0.013
mux2i | 1 | 0.0041
nor2b | 1 | 0.0026
or4 | 7 | 0.021
nor3 | 2 | 0.0041
[metrics by stage]
stage / worst slack [ps] / cells / utilization / total power, W / hold slack [ps]
global placement: 1344 / 405 / 0.5408 / 0.001302 / 539.6
finish: 1303 / 413 / 0.5609 / 0.001609 / 556.6
CTS: 1299 / 413 / 0.5609 / 0.001628 / 565.1
global route: 1216 / 413 / 0.5609 / 0.001740 / 602.7
floorplan: 2421 / 276 / - / 0.0009978 / 499.3
detailed placement: 1309 / 405 / 0.5408 / 0.001305 / 545.6
[layout make-up]
type	instances	area, um2
fillers	552	2600
multi-input cells	198	1206
flip-flops and latches	41	1051
repair buffers	83	820.8
well taps	75	93.84
clock buffers	6	82.58
clock inverters	2	36.28
inverters	8	30.03
[kinds of logic (layout without fill, tap and decap cells)]
group / Yosys count / count (layout)
DFF: 41 / 41
AOI/OAI and AO/OA: 58 / 58
adders and majority gates: 3 / 3
xor gates and xnor gates: 25 / 25
and+or+nand+nor: 111 / 111
muxes: 1 / 1
buffers and inverters: 37 / 99
[state kept, by name (all words and copies together) (netlist names)]
signal and cells:
adr_o 23, word_counter 9, s_adr_o 8, cyc_o 1
[routing by layer]
layer | GRT usage | vias to the layer above
met1 | 0.2641 | 930
met4 | 0.01786 | 0
met5 | 0 | -
met3 | 0.04383 | 7
li1 | - | 1107
met2 | 0.2957 | 64
No activity file was given, so power comes from the tool's default toggle rates.
